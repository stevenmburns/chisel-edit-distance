--- ./constraint.sdc ---
current_design unit

set clk_period 9.5
set clk_io_pct 0.2

create_clock -name clk0 -period $clk_period

set non_clock_inputs [all_inputs -no_clocks]
set_input_delay [expr $clk_period * $clk_io_pct] -clock clk0 $non_clock_inputs
set_output_delay [expr $clk_period * $clk_io_pct] -clock clk0 [all_outputs]
--- ./run.sh ---
#!/bin/bash
# OpenROAD 26Q1-2900-gdf79404cd8, Yosys 0.63+post, stock flow scripts
make -C /OpenROAD-flow-scripts/flow DESIGN_CONFIG=/design/flow/config.mk WORK_HOME=/design/flow/orfs finish
--- ./design.v ---
`timescale 1ns / 1ps
module max_short(
   input [15:0] x,
	input [15:0] y,
	output [15:0] z
);
assign z = ( y > x) ? y : x;
endmodule
module max_byte(
   input [7:0] x,
	input [7:0] y,
	output [7:0] z
);
assign z = ( y > x) ? y : x;
endmodule
module max_nibble(
   input [3:0] x,
	input [3:0] y,
	output [3:0] z
);
assign z = ( y > x) ? y : x;
endmodule
module fiveminusmax0(
   input [3:0] i,
	output [3:0] o
);
wire [4:0] fiveminus;
assign fiveminus = 5'd5 - {1'b0,i};
assign o = ( !fiveminus[4]) ? fiveminus[3:0] : 4'b0;
endmodule
module unit(
   input [1:0] select_ms,
   input [3:0] L,  
	input [3:0] U,
	input [3:0] Y,  
	input [3:0] Z,
	output [3:0] Lp,
	output [3:0] Up,
	output [3:0] Yp,
	output [3:0] Zp
);
wire [3:0] fy;
fiveminusmax0 gen_fy( .i(Y), .o(fy));
wire [3:0] fz;
fiveminusmax0 gen_fz( .i(Z), .o(fz));
wire [3:0] ms_plus_6;
assign ms_plus_6 = ( select_ms == 2'b00) ? 4'd2 : (( select_ms == 2'b01) ? 4'd5 : 4'd7);
wire [3:0] sb;
wire [3:0] sc;
wire [3:0] sd;
wire [3:0] d;
wire [3:0] sb_max_sc;
wire dummyy;
wire dummyz;
assign sb = L + fy;
assign sc = U + fz;
assign sb_max_sc = ( sb > sc) ? sb : sc;
assign sd = ( sb_max_sc > ms_plus_6) ? sb_max_sc : ms_plus_6;
assign d = sd - 4'd6;
assign Lp = d - U;
assign Up = d - L;
assign {dummyy,Yp} = {sd[3],sd} - {sb[3],sb};
assign {dummyz,Zp} = {sd[3],sd} - {sc[3],sc};
endmodule
module unitfull(
   input [1:0] select_ms,
   input [7:0] Hmm,
	input [7:0] Hmc,
	input [7:0] Hcm,
	input [7:0] Ecm,
	input [7:0] Fmc,
	output [7:0] Hcc,
	output [7:0] Ecc,
	output [7:0] Fcc
);
wire [7:0] Hcc0;
wire [7:0] Ecc0;
wire [7:0] Ecc1;
wire [7:0] Fcc0;
wire [7:0] Fcc1;
wire [7:0] ms;
assign ms = ( select_ms == 2'b00) ? -8'd4 : (( select_ms == 2'b01) ? -8'd1 : 8'd1);
assign Hcc0 = Hmm + ms;
assign Ecc0 = Hcm - 8'd6;
assign Ecc1 = Ecm - 8'd1;
assign Fcc0 = Hmc - 8'd6;
assign Fcc1 = Fmc - 8'd1;
wire [7:0] Ecc_max_Fcc;
assign Ecc_max_Fcc = ( Ecc > Fcc) ? Ecc : Fcc;
assign Hcc = ( Hcc0 > Ecc_max_Fcc) ? Hcc0 : Ecc_max_Fcc;
assign Ecc = ( Ecc0 > Ecc1) ? Ecc0 : Ecc1;
assign Fcc = ( Fcc0 > Fcc1) ? Fcc0 : Fcc1;
endmodule
module top(
    input USER_CLOCK,
    output [3:0] z
    );
wire clk;
clockdrv clockdrv
   ( 
    .CLK_IN1(USER_CLOCK),       
    .CLK_OUT1(clk));     
reg [41:0] state;
assign z = state[27:24];
always @(posedge clk)
begin
   state = state + 1;
end
wire [3:0] L;
wire [3:0] U;
wire [3:0] Y;
wire [3:0] Z;
wire [3:0] Lp;
wire [3:0] Up;
wire [3:0] Yp;
wire [3:0] Zp;
wire [1:0] select_ms;
unit unit( .select_ms(select_ms), .L(L), .U(U), .Y(Y), .Z(Z), .Lp(Lp), .Up(Up), .Yp(Yp), .Zp(Zp));
wire [35:0] CONTROL0;
wire [35:0] CONTROL1;
wire [31:0] combout0;
wire [31:0] combout1;
wire [31:0] combin0;
wire [31:0] combin1;
assign {select_ms,L,U,Y,Z} = combin0[17:0];
assign combout0 = {16'b0,Lp,Up,Yp,Zp};
assign combout1 = 32'b0;
icon2 icon2 (
    .CONTROL0(CONTROL0),  
    .CONTROL1(CONTROL1)  
);
vio vio0 (
    .CONTROL(CONTROL0),  
    .ASYNC_IN(combout0),  
    .ASYNC_OUT(combin0)  
);
vio vio1 (
    .CONTROL(CONTROL1),  
    .ASYNC_IN(combout1),  
    .ASYNC_OUT(combin1)  
);
endmodule
--- ./config.mk ---
export PLATFORM = sky130hd
export DESIGN_NAME = unit
export DESIGN_NICKNAME = unit
export VERILOG_FILES = /design/flow/design.v
export SDC_FILE = /design/flow/constraint.sdc
export NUM_CORES = 4
export LEC_CHECK = 1
export CORE_AREA = 10 10 86 86
export DIE_AREA = 0 0 96 96
==> Slide: Implementation Results <==
Synthesis and Place & Route Summary

Outcome
  • Outcome: completed

Die
  • Initial standard-cell utilization of the core: 0.206
  • Total I/O pin count: 34
  • Placeable Area: 5540 µm²
  • Vert. Die Dim: 96 µm
  • Number of standard-cell rows in the floorplan: 27
  • Die W: 96 µm
  • Die Footprint: 9220 µm²

Finish
  • Most frequent logic cell in the layout: sky130_fd_sc_hd__clkdlybuf4s50_1
  • Area growth from synthesis to layout: 53.2%
  • Most common logic cells in the final layout: sky130_fd_sc_hd__clkdlybuf4s50_1, sky130_fd_sc_hd__ha_1, sky130_fd_sc_hd__inv_1, sky130_fd_sc_hd__buf_4, sky130_fd_sc_hd__nor2_1
  • Final design area excluding fillers: 1740 µm²
  • Sequential standard cell area: 0 µm²
  • Clkbuf count: 0
  • Fillers: 584
  • Sequential cell count: 0
  • Combinational gate area: 1100 µm²
  • Ratio of cells with drive above 1 in the final layout: 0.185

Place
  • Post-place instance area: 1650 µm²
  • Input/output buffers: 34
  • Routability congestion estimate: 0.912
  • HPWL after DPL: 2670 µm

Detailed routing
  • Length of the first detailed-routing pass in iterations: 4
  • Detailed-route vias per instance: 4.20
  • Wirelength per Cell: 11.2 µm
  • Antenna Nets Post-Route: 0
  • Number of antenna cells inserted: 0
  • Total routed wirelength: 2930 µm
  • Routed via count: 1096
  • DRC violation count after routing: 0
  • Number of design-rule violations left by the first detailed-router iteration: 36

Power and ir drop
  • Leakage power figure: 0.857 nW
  • Worst vdd ir: 0.0837 mV
  • Pwr Total: 382 µW
  • PwrDens: 219 nW/µm²

Worst setup path
  • Kind of start point of the critical path: input port
  • Worst Path Arrival: 7.33 ns
  • Type of the worst setup path: in2out
  • Endpoint class of the critical path: output pin
  • Critical path peak fanout: 3
  • Endpoint required time on the critical path: 7.60 ns

Yosys
  • YS chip area: 1140 µm²
  • Avg Inst Size Synth: 8.19 µm²
  • Cell area after synthesis: 1140 µm²
  • Number of cell instances after yosys synthesis: 139
  • Seq share, synth: 0
  • Netlist cell types: 35
  • Yosys warnings: 0
  • Instance count of the mapped netlist: 139

STA
  • Final period util: 0.972
  • Transition time of the tightest slew-check pin: 0.363 ns
  • Worst relative slew slack: 0.757
  • Count of final setup violators: 0
  • Final-report max-slew violation count: 0
  • Min Tclk post-route: 9.23 ns
  • Achievable frequency: 0.108 GHz
  • Number of hold violations in the final report: 0

Global routing
  • Number of global-route vias before repair: 1072
  • Number of antenna violations at the first check in global routing: 0
  • Pin count of the biggest net entering global routing: 8
  • Aggregate global routing overflow: 0
  • Wire length of the first global-routing pass: 4880 µm
  • Global-route usage over all layers: 0.0637

Job
  • Tool warnings: 32
  • MaxCap Viol Count: 0

Worst hold path
  • Worst hold path class: in2out
[Yosys cell counts (all sizes together) (2+ instances only)]
| cell type | instances | area share |
|---|---|---|
| nor3b | 2 | 0.013 |
| xnor2 | 11 | 0.085 |
| xnor3 | 4 | 0.079 |
| and3 | 2 | 0.011 |
| nor3 | 2 | 0.0088 |
| mux2 | 2 | 0.020 |
| nor2 | 13 | 0.043 |
| o21ai | 6 | 0.026 |
| xor2 | 3 | 0.023 |
| nand2 | 7 | 0.030 |
| ha | 26 | 0.29 |
| a21o | 9 | 0.060 |
| nor2b | 3 | 0.016 |
| fa | 3 | 0.053 |
| a21oi | 8 | 0.042 |
| a31oi | 2 | 0.011 |
| inv | 22 | 0.077 |
[stage by stage]
stage,util,setup TNS [ns],setup WS (ns),hold slack (ns),std cells
after detailed placement,0.298,-0.00773,-0.00773,4.87,256
after global routing,0.315,-0.0197,-0.0197,4.92,261
after CTS,0.298,0,0.00208,4.87,256
final,0.315,0,0.271,4.85,261
after floorplan,-,0,1.08,3.92,139
after global placement,0.298,0,0.0844,4.87,256
[timing repair]
action | 4_1_cts | 5_1_grt
endpoints found under the hold margin | 0 | 0
endpoints found under the setup margin | 0 | 8
hold buffers | 0 | 0
gates resized | 0 | 13
buffers inserted | 0 | 5
[report_power, final]
group / switching, mW / total, mW / internal, mW
logic: 0.138 / 0.382 / 0.244
clock network: 0 / 0 / 0
registers: 0 / 0 / 0
total: 0.138 / 0.382 / 0.244
[cell type report]
type               instances  area share
multi-input cells        117       0.631
inverters                 22      0.0502
repair buffers            50       0.267
well taps                 72      0.0517
[worst max-delay path, stage by stage]
cell	delay, ns
sky130_fd_sc_hd__clkdlybuf4s50_1	0.48
sky130_fd_sc_hd__a21o_1	0.13
sky130_fd_sc_hd__nor2_1	0.05
sky130_fd_sc_hd__ha_2	0.18
sky130_fd_sc_hd__fa_1	0.55
sky130_fd_sc_hd__inv_1	0.06
sky130_fd_sc_hd__ha_1	0.28
sky130_fd_sc_hd__nor2b_1	0.11
sky130_fd_sc_hd__o21ai_0	0.09
sky130_fd_sc_hd__a21o_1	0.19
sky130_fd_sc_hd__maj3_2	0.32
sky130_fd_sc_hd__nand2_1	0.06
sky130_fd_sc_hd__o21ai_0	0.08
sky130_fd_sc_hd__ha_1	0.30
sky130_fd_sc_hd__nor2b_1	0.15
sky130_fd_sc_hd__o31ai_2	0.30
sky130_fd_sc_hd__and3_4	0.25
sky130_fd_sc_hd__mux2_2	0.38
sky130_fd_sc_hd__ha_4	0.29
sky130_fd_sc_hd__ha_4	0.20
sky130_fd_sc_hd__inv_2	0.05
sky130_fd_sc_hd__nor3_1	0.04
sky130_fd_sc_hd__o21ai_1	0.14
sky130_fd_sc_hd__o41a_1	0.15
sky130_fd_sc_hd__and3_1	0.14
sky130_fd_sc_hd__clkdlybuf4s50_1	0.46
[final timing paths]
check,from,endpoint,slack [ns],cells past startpoint
worst max-delay path,Z[3],Lp[3],0.27,26
worst min-delay path,L[0],Up[0],4.85,4
[layer usage]
layer | track usage | wire length, µm | vias to the layer above
met5 | 0 | 0 | -
met4 | 0 | 0 | 0
met2 | 0.122 | 1490 | 11
li1 | - | - | 589
met1 | 0.0772 | 1320 | 496
met3 | 0.00865 | 125 | 0
[cell families after synthesis]
logic type,after synthesis,synth area share
compound gates,35,0.210
simple gates,31,0.137
fa+ha+maj,30,0.348
buf+inv,22,0.0769
xor+xnor,19,0.208
mux,2,0.0198
Power is estimated from default activity; no workload was simulated.
